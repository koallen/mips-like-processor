==> /design/flow/config.mk <==
export PLATFORM = sky130hd
export DESIGN_NAME = ID_EXE_stage
export DESIGN_NICKNAME = ID_EXE_stage
export VERILOG_FILES = /design/flow/design.v
export SDC_FILE = /design/flow/constraint.sdc
export NUM_CORES = 4
export LEC_CHECK = 1
export CORE_UTILIZATION = 30
==> /design/flow/constraint.sdc <==
current_design ID_EXE_stage

set clk_period 1.0
set clk_io_pct 0.2

create_clock -name clk0 -period $clk_period [get_ports {clk}]

set non_clock_inputs [all_inputs -no_clocks]
set_input_delay [expr $clk_period * $clk_io_pct] -clock clk0 $non_clock_inputs
set_output_delay [expr $clk_period * $clk_io_pct] -clock clk0 [all_outputs]
==> /design/flow/design.v <==
`timescale 1ns / 10ps
module ID_EXE_stage (
	input clk,
	input rst,
	input [16-1:0] rdata1_in,
	input [16-1:0] rdata2_in,
	input [16-1:0] rdata2_imm_in,
	input [16-1:0] imm_in,
	input [4-1:0] waddr_in,
	input [16-1:0] nPC_in,
	input [2:0] aluop_in,
	input wen_in,
	input memwrite_in,
	input memtoreg_in,
	input branch_in,
	output reg [16-1:0] rdata1_out,
	output reg [16-1:0] rdata2_out,
	output reg [16-1:0] rdata2_imm_out,
	output reg [16-1:0] imm_out,
	output reg [4-1:0] waddr_out,
	output reg [16-1:0] nPC_out,
	output reg [2:0] aluop_out,
	output reg wen_out,
	output reg memwrite_out,
	output reg memtoreg_out,
	output reg branch_out
);
	always @ (posedge clk) begin
		if(rst) begin
			rdata1_out <= 0;
			rdata2_out <= 0;
			rdata2_imm_out <= 0;
			imm_out <= 0;
			waddr_out <= 0;
			nPC_out <= 0;
			aluop_out <= 0;
			wen_out <= 0;
			memwrite_out <= 0;
			memtoreg_out <= 0;
			branch_out <= 0;
		end else begin
			rdata1_out <= rdata1_in;
			rdata2_out <= rdata2_in;
			rdata2_imm_out <= rdata2_imm_in;
			imm_out <= imm_in;
			waddr_out <= waddr_in;
			nPC_out <= nPC_in;
			aluop_out <= aluop_in;
			wen_out <= wen_in;
			memwrite_out <= memwrite_in;
			memtoreg_out <= memtoreg_in;
			branch_out <= branch_in;
		end
	end
endmodule
==> /design/flow/run.sh <==
#!/bin/bash
# OpenROAD 26Q1-2900-gdf79404cd8, Yosys 0.63+post, stock flow scripts
make -C /OpenROAD-flow-scripts/flow DESIGN_CONFIG=/design/flow/config.mk WORK_HOME=/design/flow/orfs finish
==> notes.md <==
This memo summarizes the results of the implementation run.

Placed design
The cell area reported after detailed placement is 4860 um^2. In this run, placement finished with an instance count of 499. The HPWL after detailed placement is 4.53 mm. Per the gpl log, the routability congestion estimate is 0.730. Buffers placed on the I/O ports in this run total 183.

Timing
For the pin with the worst max-slew slack, the measured transition is 0.212 ns. The minimum period implied by the final worst setup slack is 0.972 ns. The worst slew margin relative to its limit is 85.9%. The final tally of hold violations is 0. The final setup TNS is 0 ns. The flow reports an fmax of 1.03 GHz. The number of pins with negative max-slew slack in the final report is 0. The worst path uses 97.2% of the clock period. Setup repair after global routing could not meet its margin everywhere. The total of endpoints with negative setup slack in the final report is 0.

Synthesis
After synthesis, the netlist uses 6 different library cells. The top cell type by instance count after synthesis is sky130_fd_sc_hd__dfxtp_1. By area the synthesized netlist is led by sky130_fd_sc_hd__dfxtp_1 (61%), sky130_fd_sc_hd__nor2b_2 (17%), sky130_fd_sc_hd__nor2b_4 (15%), sky130_fd_sc_hd__buf_12 (6.1%), sky130_fd_sc_hd__buf_8 (0.50%). The cell accounting for the most synthesized area is sky130_fd_sc_hd__dfxtp_1.

Summing every instance area after synthesis gives 2980 um^2. The average instance in the mapped netlist occupies 15.5 um^2. The count of state elements after synthesis is 91. Yosys mapped a number of flops with a built-in enable equal to 0. Synthesis produced a netlist whose cell count is 192. The number of cells in the yosys synthesis report is 192. The synthesis run shows the most used standard cells to be sky130_fd_sc_hd__dfxtp_1 (91), sky130_fd_sc_hd__nor2b_2 (57), sky130_fd_sc_hd__nor2b_4 (33). Summed over its instances, the top area cell type makes up 61.2% of the synthesized netlist area. Of the synthesized area, sequential elements account for 61.2%.

The prevailing post-synth register cell is sky130_fd_sc_hd__dfxtp_1. After synthesis, the share of flip-flops with an asynchronous set or reset is 0%. The total of warnings raised by yosys is 1.

The Yosys chip area is 2980 um^2.

Detailed routing
For this sky-water flow run, the detailed-routed wirelength per cell is reported as 12.0 um. The detail route stage leaves a number of antenna-violating nets equal to 0. Per the detailed-route log, wirelength across all metal layers totals 6.18 mm. The detailed-routing iteration count for the pre-antenna-repair pass is 2. The number of vias after detailed routing is 1897. The average vias per placed instance is 3.69.

The number of antenna diodes in the final layout is 0. Once iteration 0 of detailed routing completed, the report listed 11 DRC markers. The number of remaining DRC errors is 0.

Global routing
The global-route track usage on met1 is 16.1%. The met3 demand-to-capacity share in global routing is 5.39%. The first global-routing pass estimated 9.11 mm of wire. The number of antenna violations at the first check in global routing was 0. Entering global routing, the biggest net connects 25 pins. For met2 alone, demand over resource in global routing was 17.6%. The total congestion overflow is 0. The combined global-route utilization of all metal layers is 11.7%. Global route summary, busiest routing layer listed as met2.

The via count of the first global-routing pass is 1814.

Cells and area
The area of all sequential standard cells is 1830 um^2. The final layout report lists a filler cell count of 890. After routing the design area is 4620 um^2. The layout cell share with drive strength beyond 1 is 53.5%. The count of non-filler cells in the finished layout is 514. The area added between synthesis and finish is 55.3%. The multi-input combinational cells in the finished layout cover a total of 960 um^2. At the end of the flow the core is filled with cells to 49.1%.

Floorplan
Per the OpenROAD floorplan log, the area of the core is 9420 um^2. The number of placement rows is 35. Per the OpenROAD floorplan log, the width of the die is 102 um. The overall die size recorded for this design is 10300 um^2. The total I/O pin count is 184. The floorplan step records an initial core utilization of 31.6%. The overall die height is 102 um.

Setup path
The maximum cell stage delay along the critical path is 0.32 ns. The signal arrival time at the worst endpoint is 0.77 ns. Along the worst path, the maximum fanout reaches 1. For reference, the most critical setup path is categorized as reg -> out. The timing report attributes the biggest portion of critical-path delay to flip-flops. For this design, the slowest cell found on the critical path is sky130_fd_sc_hd__dfxtp_2. The worst setup path is captured at an output pin. The number of buffer and inverter stages on the critical path is 1. The critical path startpoint category is a register. The critical path goes through buf_2. Data on the critical path is required at its endpoint by 0.80 ns.

Pwr
The total internal power is 5870 uW. For this design the ratio of total power to cell area is 1590 nW/um^2. The fraction of power spent switching nets is 20.0%. The share of total power dissipated in the clock network is 35.6%. Per the OpenROAD power report, switching power amounts to 1470 uW. The analysis attributes to cell leakage a power of 0.00212 uW.

The share of total power dissipated in sequential elements is 52.5%. The flow reports that combinational logic draws 12.0% of the design power. The maximum vdd ir drop is 682 uV. The power after layout is 7340 uW.

Clock network
The buffer depth of the longest clock path is 2. TritonCTS built the clock tree. Once the clock tree was built, the setup fixing pass inserted 0 buffers. The registers of the reported paths see a clock transition of 0.08 ns. Buffers inserted during clock tree synthesis total 9.

Looking at the clock tree report, the root buffer type is sky130_fd_sc_hd__clkbuf_8. The clock tree has to reach 91 sinks. The H-tree level count is 3.

Status
The run finished with clean final reports.

Worst hold path
STA reports the tightest min-delay check as being of type in -> reg.

Flow run
The total of max-cap violations is 0. The number of warnings the tools reported is 26.
-- through the flow --
stage	setup WS, ns	hold slack (ns)
after floorplan	0.352	0.328
after global placement	0.00847	0.451
after detailed placement	0.00761	0.451
after CTS	0.00745	0.0680
after global routing	-0.0231	0.0572
final	0.0283	0.0758
-- routing by layer --
layer / part of all wire, % / routed length, um / up-vias
met3: 13 / 785 / 2
met4: 0.44 / 27 / 0
met1: 40 / 2500 / 832
li1: - / - / 950
met2: 46 / 2870 / 113
met5: 0 / 0 / -
-- registers in the layout (all words and copies together) (netlist names) --
signal and cells:
waddr_out 4, branch_out 1, nPC_out 16, memtoreg_out 1, memwrite_out 1, rdata1_out 16, aluop_out 3, imm_out 16
rdata2_out 16, rdata2_imm_out 16, wen_out 1
-- area by class of cell --
class,count,share of cell area (%)
Timing Repair Buffer,188,31.7
Clock inverter,4,1.65
Tap cell,129,3.49
Multi-Input combinational cell,91,20.8
Clock buffer,11,2.84
Sequential cell,91,39.6
-- cell usage in the layout (no fill, tap or decap) --
| cell type | instances |
|---|---|
| sky130_fd_sc_hd__nor2b_1 | 1 |
| sky130_fd_sc_hd__nor2b_4 | 33 |
| sky130_fd_sc_hd__clkbuf_8 | 9 |
| sky130_fd_sc_hd__dfxtp_1 | 85 |
| sky130_fd_sc_hd__clkinvlp_4 | 1 |
| sky130_fd_sc_hd__buf_2 | 91 |
| sky130_fd_sc_hd__bufinv_16 | 2 |
| sky130_fd_sc_hd__buf_6 | 1 |
| sky130_fd_sc_hd__dfxtp_2 | 6 |
| sky130_fd_sc_hd__buf_12 | 4 |
| sky130_fd_sc_hd__clkbuf_1 | 2 |
| sky130_fd_sc_hd__clkinv_4 | 1 |
| sky130_fd_sc_hd__nor2b_2 | 57 |
| sky130_fd_sc_hd__clkdlybuf4s50_1 | 91 |
| sky130_fd_sc_hd__buf_4 | 1 |
-- power by group through the flow --
stage	combinational, uW	sequential, uW	clock [uW]
after CTS	899	3850	2730
after global routing	957	3870	2900
final	879	3850	2610
-- logic make-up (layout without fill, tap and decap cells) --
kind of cell           Yosys count  count (layout)  synth area share [%]
AND/OR/NAND/NOR                 91              91                  32.2
buffers and inverters           10             203                  6.56
flip-flops                      91              91                  61.2
-- timing repair --
action	in CTS	in global routing
endpoints found under the setup margin	91	56
hold buffers	0	0
resized	282	2
-- worst paths after layout --
path                       start          to  slack [ns]  cells past startpoint
worst min-delay path         rst  imm_out[6]        0.08                      2
worst max-delay path  imm_out[5]  imm_out[5]        0.03                      1
Power figures rest on the tool's default switching activity, not on a simulated workload.
