**/design/flow/config.mk**
```make
export PLATFORM = sky130hd
export DESIGN_NAME = alu
export DESIGN_NICKNAME = alu
export VERILOG_FILES = /design/flow/design.v
export SDC_FILE = /design/flow/constraint.sdc
export NUM_CORES = 4
export LEC_CHECK = 1
export CORE_UTILIZATION = 50
```
**/design/flow/constraint.sdc**
```tcl
current_design alu

set clk_period 13.1
set clk_io_pct 0.2

create_clock -name clk0 -period $clk_period

set non_clock_inputs [all_inputs -no_clocks]
set_input_delay [expr $clk_period * $clk_io_pct] -clock clk0 $non_clock_inputs
set_output_delay [expr $clk_period * $clk_io_pct] -clock clk0 [all_outputs]
```
**/design/flow/design.v**
```verilog
`timescale 1ns / 10ps
module alu(
   a,    
   b,    
   op,    
   out,    
	zero
   );
   input [16-1:0] a, b;
   input [2:0] op;
   output reg [16-1:0] out;
	output reg zero;
always @(a or b or op )
begin
    case(op)
       4'b0000: out = a+b;
       4'b0001: out = a - b;
       4'b0010: out = a & b;
       4'b0011: out = a^b;
       4'b0100: out = a << b;
       4'b0101: out = a >> b;
       4'b0110: out = a<=b;
       4'b0111: out = a*b;
    endcase
    if(a == b)
        zero = 1'b1;
    else
        zero = 1'b0;
end
endmodule
```
**/design/flow/run.sh**
```bash
#!/bin/bash
# OpenROAD 26Q1-2900-gdf79404cd8, Yosys 0.63+post, stock flow scripts
make -C /OpenROAD-flow-scripts/flow DESIGN_CONFIG=/design/flow/config.mk WORK_HOME=/design/flow/orfs finish
```
==> results.sh <==
# source this file to load flow results
export IMPL_status="completed"
export IMPL_pre_cts_ws_ns=1.29
export IMPL_initial_core_util=0.517
export IMPL_grtUsageMet2=0.542
export IMPL_p_seq_frac=0
export IMPL_p_comb_frac=1.000
export IMPL_core_area_um2=14600
export IMPL_start_kind="primary input"
export IMPL_fin_crit_ns=11.84
export IMPL_drt_vias_per_instance=6.01
export IMPL_end_kind="output port"
export IMPL_grt_pass1_vias=7073
export IMPL_utilization=0.558
export IMPL_ys_warn_count=1
export IMPL_grt_max_degree=44
export IMPL_p_per_area_nw_per_um2=140
export IMPL_grt_antenna_before_repair=0
export IMPL_grt_usage=0.359
export IMPL_final_instance_count_excl_fill=1212
export IMPL_diodes=0
export IMPL_compound_area_frac=0.201
export IMPL_ys_area_um2=7570
export IMPL_cts_resized=0
export IMPL_grt_pass1_wl_um=41100
export IMPL_dr_first_iter_drc_count=620
export IMPL_die_area_um2=15600
export IMPL_vdd_drop_max_v=0.000529
export IMPL_top_area_frac=0.217
export IMPL_worstPathMaxFanout=13
export IMPL_tool_warnings=48
export IMPL_lay_top_cells="inv_1, nand2_1, nor2_1, fa_1, ha_1"
export IMPL_post_dp_hpwl_um=20900
export IMPL_final_setup_viol_count=0
export IMPL_hold_buffers=0
export IMPL_tns_ns=0
export IMPL_yosys_dominant_comb_family="adder cells"
export IMPL_synthMuxAreaShare=0.0817
export IMPL_slew_violations=0
export IMPL_dp_cells=1212
export IMPL_grt_util_met1=0.534
export IMPL_synth_seq_share=0
export IMPL_critical_path_arrival_ns=9.22
export IMPL_switching_share=0.577
export IMPL_slew_headroom=0.563
export IMPL_cellLeakagePower_uw=0.00374
export IMPL_dpl_instance_area_um2=8170
export IMPL_gr_total_overflow=0
export IMPL_synth_adder_area_share=0.351
export IMPL_final_area_um2=8170
export IMPL_synthTopCellsByArea="fa_1, ha_1, inv_1"
export IMPL_setup_ws_ns=1.26
export IMPL_p_clk_frac=0
export IMPL_wl_per_cell_um=21.5
export IMPL_dr_pass1_iters=22
export IMPL_critPathRequiredTime_ns=10.48
export IMPL_rsz0062_at_grt="no"
export IMPL_clock_fmax_mhz=84.4
export IMPL_numPortBuffers=52
export IMPL_vias=7280
export IMPL_ys_sh_simple=0.199
export IMPL_final_seq_area_um2=0
export IMPL_ant_nets=0
export IMPL_switching_power_uw=662
export IMPL_die_w_um=125
export IMPL_grt_met3_usage=0.0802
export IMPL_max_cap_viol_count=0
export IMPL_drc=0
export IMPL_place_gp_congestion=1.00
export IMPL_p_int_uw=485
export IMPL_busiest_layer="met2"
export IMPL_final_common_cell="inv_1"
export IMPL_synth_distinct_cells=75
export IMPL_netlist_instances=1019
export IMPL_cts_setup_buffers=0
export IMPL_synth_area_um2=7570
export IMPL_tightest_slew_ns=0.653
export IMPL_finalHoldViolCount=0
export IMPL_hold_depth=6
export IMPL_hold_class="in -> out"
export IMPL_area_growth_pct=8.04
export IMPL_ys_cells=1019
export IMPL_rows=44
export IMPL_fp_dieH_um=125
export IMPL_finalClockPeriodUsage=0.904
export IMPL_n_clock_buffer=0
export IMPL_syn_avg_cell_area_um2=7.42
export IMPL_ios=52
export IMPL_ff_count=0
export IMPL_drive_gt1_frac=0.0632
export IMPL_xor_area_frac=0.0498
export IMPL_routed_wl_um=26000
export IMPL_criticalPathCategory="in -> out"
export IMPL_top_area_cell="fa_1"
export IMPL_fill_cells=1439
per-layer routing:
| metal | up-vias | part of all wire |
|---|---|---|
| li1 | 3419 | - |
| met1 | 3447 | 0.42 |
| met2 | 371 | 0.45 |
| met3 | 43 | 0.097 |
| met4 | 0 | 0.035 |
| met5 | - | 0 |
area by class of cell:
type / instances / area, µm² / share of cell area
multi-input combinational: 797 / 6680 / 0.818
inverter: 158 / 593 / 0.0726
tap: 184 / 230 / 0.0282
timing repair buffer: 73 / 668 / 0.0817
synth_stat cells, types with 11 or more instances:
cell      number
inv_1        152
nand2_1      117
nor2_1        95
fa_1          82
ha_1          81
a21oi_1       53
o21ai_0       51
clkbuf_1      41
xnor2_1       36
and2_1        35
mux2i_1       22
mux4_2        14
nor3_1        14
nand2b_1      12
o21ai_1       12
a211oi_1      11
buf_2         11
nand3_1       11
metrics by stage:
step	hold slack [ns]	total power [µW]
after floorplan	5.41	813
after global placement	6.28	1160
after detailed placement	6.28	1150
after CTS	6.28	1160
after global routing	6.33	1300
final	6.28	1150
critical path: stages:
cell and delay (ns):
clkdlybuf4s50_1 0.45, buf_4 0.23, clkinv_1 0.37, nor2_1 0.26, fa_1 0.45, fa_1 0.44
ha_1 0.20, fa_1 0.47, inv_1 0.05, fa_1 0.48, fa_1 0.48, inv_1 0.04
ha_1 0.30, or2_2 0.30, o311a_1 0.18, o31a_1 0.29, a21oi_1 0.33, a211o_1 0.24
inv_2 0.05, a221o_1 0.33, a22oi_1 0.15, clkdlybuf4s50_1 0.48
power groups by stage:
stage / clock (µW) / sequential, µW / combinational [µW]
CTS: 0 / 0 / 1160
global route: 0 / 0 / 1300
finish: 0 / 0 / 1150
worst paths after layout:
check / to / slack, ns / start
max: out[11] / 1.26 / a[1]
min: out[0] / 6.28 / b[0]
logic make-up (layout without fill, tap and decap cells):
| family | Yosys count | count (layout) |
|---|---|---|
| and+or+nand+nor | 322 | 322 |
| AOI/OAI and AO/OA | 226 | 226 |
| muxes | 43 | 43 |
| xor gates and xnor gates | 43 | 43 |
| buffers and inverters | 222 | 231 |
| adders and majority gates | 163 | 163 |
No activity file was given, so power comes from the tool's default toggle rates.
